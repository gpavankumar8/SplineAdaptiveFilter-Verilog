<file path="/design/flow/config.mk">
export PLATFORM = sky130hd
export DESIGN_NAME = q_weight_controller_d
export DESIGN_NICKNAME = q_weight_controller_d
export VERILOG_FILES = /design/flow/design.v
export SDC_FILE = /design/flow/constraint.sdc
export NUM_CORES = 4
export LEC_CHECK = 1
export CORE_UTILIZATION = 50
</file>
<file path="/design/flow/constraint.sdc">
current_design q_weight_controller_d

set clk_period 12.7
set clk_io_pct 0.2

create_clock -name clk0 -period $clk_period [get_ports {clk}]

set non_clock_inputs [all_inputs -no_clocks]
set_input_delay [expr $clk_period * $clk_io_pct] -clock clk0 $non_clock_inputs
set_output_delay [expr $clk_period * $clk_io_pct] -clock clk0 [all_outputs]
</file>
<file path="/design/flow/design.v">
`timescale 1ns / 1ps
module q_weight_controller_d
#(parameter WIDTH = 16, Q = 13, Q_ORD = 4)
(
    input clk,
    input reset,
    input [$clog2(Q+Q_ORD)-1:0] span_ind_write_d,
    input [Q_ORD*WIDTH-1:0] q_update_packed,
    input [$clog2(Q+Q_ORD)-1:0] span_ind_write,
    output [Q_ORD*WIDTH-1:0] q_weight_old_packed,
    input [$clog2(Q+Q_ORD)-1:0] span_ind_read,
    output [Q_ORD*WIDTH-1:0] q_weight_packed_out
);
    reg [WIDTH-1:0] q_weight[Q+Q_ORD-1:0];
    wire [(Q+Q_ORD)*WIDTH-1:0] q_weight_packed;
    reg [(Q+Q_ORD)*WIDTH-1:0] q_weight_mux_out_packed;
    wire [WIDTH-1:0] q_weight_mux_out[Q+Q_ORD-1:0];
    wire [Q_ORD*WIDTH-1:0] q_weight_packed_out_mux;
    always @ (posedge clk)
    begin
        if(reset)
        begin
            q_weight[0] <= 16'hE800;
            q_weight[1] <= 16'hEC00;
            q_weight[2] <= 16'hF000;
            q_weight[3] <= 16'hF400;
            q_weight[4] <= 16'hF800;
            q_weight[5] <= 16'hFC00;
            q_weight[6] <= 16'h0000;
            q_weight[7] <= 16'h0400;
            q_weight[8] <= 16'h0800;
            q_weight[9] <= 16'h0C00;
            q_weight[10] <= 16'h1000;
            q_weight[11] <= 16'h1400;
            q_weight[12] <= 16'h1800;
            q_weight[13] <= 16'h1C00;
            q_weight[14] <= 16'h2000;
            q_weight[15] <= 16'h2400;
            q_weight[16] <= 16'h2800;
        end
        else
        begin
            q_weight[0] <= q_weight_mux_out[0];
            q_weight[1] <= q_weight_mux_out[1];
            q_weight[2] <= q_weight_mux_out[2];
            q_weight[3] <= q_weight_mux_out[3];
            q_weight[4] <= q_weight_mux_out[4];
            q_weight[5] <= q_weight_mux_out[5];
            q_weight[6] <= q_weight_mux_out[6];
            q_weight[7] <= q_weight_mux_out[7];
            q_weight[8] <= q_weight_mux_out[8];
            q_weight[9] <= q_weight_mux_out[9];
            q_weight[10] <= q_weight_mux_out[10];
            q_weight[11] <= q_weight_mux_out[11];
            q_weight[12] <= q_weight_mux_out[12];
            q_weight[13] <= q_weight_mux_out[13];
            q_weight[14] <= q_weight_mux_out[14];
            q_weight[15] <= q_weight_mux_out[15];
            q_weight[16] <= q_weight_mux_out[16];
        end
    end
    always @ (*)
    begin
        case(span_ind_write_d)
            5'd00: q_weight_mux_out_packed = {q_weight_packed[(Q+Q_ORD)*WIDTH-1:(Q_ORD-0)*WIDTH],q_update_packed};
            5'd01: q_weight_mux_out_packed = {q_weight_packed[(Q+Q_ORD)*WIDTH-1:(Q_ORD+1)*WIDTH],q_update_packed, q_weight_packed[1*WIDTH-1:0]};
            5'd02: q_weight_mux_out_packed = {q_weight_packed[(Q+Q_ORD)*WIDTH-1:(Q_ORD+2)*WIDTH],q_update_packed, q_weight_packed[2*WIDTH-1:0]};
            5'd03: q_weight_mux_out_packed = {q_weight_packed[(Q+Q_ORD)*WIDTH-1:(Q_ORD+3)*WIDTH],q_update_packed, q_weight_packed[3*WIDTH-1:0]};
            5'd04: q_weight_mux_out_packed = {q_weight_packed[(Q+Q_ORD)*WIDTH-1:(Q_ORD+4)*WIDTH],q_update_packed, q_weight_packed[4*WIDTH-1:0]};
            5'd05: q_weight_mux_out_packed = {q_weight_packed[(Q+Q_ORD)*WIDTH-1:(Q_ORD+5)*WIDTH],q_update_packed, q_weight_packed[5*WIDTH-1:0]};
            5'd06: q_weight_mux_out_packed = {q_weight_packed[(Q+Q_ORD)*WIDTH-1:(Q_ORD+6)*WIDTH],q_update_packed, q_weight_packed[6*WIDTH-1:0]};
            5'd07: q_weight_mux_out_packed = {q_weight_packed[(Q+Q_ORD)*WIDTH-1:(Q_ORD+7)*WIDTH],q_update_packed, q_weight_packed[7*WIDTH-1:0]};
            5'd08: q_weight_mux_out_packed = {q_weight_packed[(Q+Q_ORD)*WIDTH-1:(Q_ORD+8)*WIDTH],q_update_packed, q_weight_packed[8*WIDTH-1:0]};
            5'd09: q_weight_mux_out_packed = {q_weight_packed[(Q+Q_ORD)*WIDTH-1:(Q_ORD+9)*WIDTH],q_update_packed, q_weight_packed[9*WIDTH-1:0]};
            5'd10: q_weight_mux_out_packed = {q_weight_packed[(Q+Q_ORD)*WIDTH-1:(Q_ORD+10)*WIDTH],q_update_packed, q_weight_packed[10*WIDTH-1:0]};
            5'd11: q_weight_mux_out_packed = {q_weight_packed[(Q+Q_ORD)*WIDTH-1:(Q_ORD+11)*WIDTH],q_update_packed, q_weight_packed[11*WIDTH-1:0]};
            5'd12: q_weight_mux_out_packed = {q_weight_packed[(Q+Q_ORD)*WIDTH-1:(Q_ORD+12)*WIDTH],q_update_packed, q_weight_packed[12*WIDTH-1:0]};
            5'd13: q_weight_mux_out_packed = {q_update_packed, q_weight_packed[13*WIDTH-1:0]};
            default: q_weight_mux_out_packed = {((Q+Q_ORD)*WIDTH-1){1'bx}};
        endcase
    end
    assign q_weight_packed_out_mux = {q_weight[span_ind_read+3], q_weight[span_ind_read+2], q_weight[span_ind_read+1], q_weight[span_ind_read]};
    DelayNUnit #(Q_ORD*WIDTH, 1) Q_OUT_DEL(clk, reset, q_weight_packed_out_mux, q_weight_packed_out);                
    assign q_weight_old_packed = {q_weight[span_ind_write+3], q_weight[span_ind_write+2], q_weight[span_ind_write+1], q_weight[span_ind_write]};
    genvar ind;
    generate
        for ( ind = 0; ind < (Q+Q_ORD); ind=ind+1 )
        begin:q_weight_pack
            assign q_weight_packed[WIDTH*ind+:WIDTH] = q_weight[ind];
        end
    endgenerate
    generate
        for ( ind = 0; ind < (Q+Q_ORD); ind=ind+1 )
        begin:q_weight_mux_unpack
            assign q_weight_mux_out[ind] = q_weight_mux_out_packed[WIDTH*ind+:WIDTH];
        end
    endgenerate
endmodule
`timescale 1ns / 1ps
module DelayNUnit#( parameter BITSIZE = 8, N = 16  )
    ( input clk,
      input reset,
      input [BITSIZE-1:0] reg_in,
      output [BITSIZE-1:0] reg_out
    );
    reg [BITSIZE-1:0] shift_reg[N-1:0];
    assign reg_out = shift_reg[N-1];
    always @ (posedge clk)
    if( reset )
    begin
        shift_reg[0] <= 0;
    end
    else
    begin
        shift_reg[0] <= reg_in;            
    end
    genvar i;
    generate
        for( i = 1; i < N; i = i+1 )
        begin:stage
            always @ (posedge clk)
            if( reset )
            begin
                shift_reg[i] <= 0;            
            end
            else
            begin
                shift_reg[i] <= shift_reg[i-1];            
            end
       end
    endgenerate
    endmodule
</file>
<file path="/design/flow/run.sh">
#!/bin/bash
# OpenROAD 26Q1-2900-gdf79404cd8, Yosys 0.63+post, stock flow scripts
make -C /OpenROAD-flow-scripts/flow DESIGN_CONFIG=/design/flow/config.mk WORK_HOME=/design/flow/orfs finish
</file>
==> out/summary.txt <==
run status -> did not finish
Fail Step -> 5_1_grt
Err -> [ERROR GRT-0116] Global routing finished with congestion. Check the congestion regions in the DRC Viewer.
syn_area_per_cell -> 7.32 sq um
gr ovfl total -> 10
number of global-route vias before repair -> 46,452
CTS Hold Bufs -> 0
Die W -> 250 microns
PortBufs -> 208
Inst Count DP -> 4,882
# Cells Yosys -> 4,207
post-CTS sizing -> 0
largest net degree at the start of global routing -> 138
synthesis warning total -> 4
DP Worst Slack -> 3.58 ns
Rows -> 90
clock root buffer -> clkbuf_16
Clock Sink Count -> 336
FFs w/ async S/R, synth -> 0%
Longest Clk Path Bufs -> 3
dominant cell type by area after synthesis -> dfxtp_1
io pins -> 209
Top cells by area -> dfxtp_1 (22%), a22oi_1 (20%), clkbuf_1 (6.7%)
Setup Fix Bufs, Post-CTS -> 0
Yosys chip area -> 30,800 sq um
Distinct cells, synth -> 91
HPWL Detailed -> 156 mm
GR Util All Layers -> 84.6%
H-tree depth -> 2
flip-flops with a built-in enable -> 0
first-pass GRT wire length -> 370 mm
Post-DP Area -> 34,400 sq um
die height -> 250 microns
main flop type -> dfxtp_1
Seq share, synth -> 21.9%
total CTS buffers -> 39
Gate Count Post-Synth -> 4,207
synthesized flop and latch total -> 336
GPL Wtd Cong -> 1.41
post-synth top area share -> 21.9%
top cells by count -> a22oi_1 (822), clkbuf_1 (548), nand2_1 (438)
most common cell in the netlist -> a22oi_1
Synth Cell Area -> 30,800 sq um
Starting Density -> 50.8%
==> through the flow <==
step | utilization [%] | hold WS, ns
2_1_floorplan | - | 0.521
3_3_place_gp | 56.8 | 0.445
3_5_place_dp | 56.8 | 0.455
4_1_cts | 58.9 | 0.463
==> routing by layer <==
metal  GRT overflow  track usage [%]
met4              3             76.4
met2              5             90.8
met5              0             64.6
met3              2             80.0
met1              0             87.2
==> cell families after synthesis <==
group / Yosys count / share of synthesized area (%)
multiplexers: 138 / 4.78
flip-flops: 336 / 21.9
AND/OR/NAND/NOR: 1051 / 16.4
adder cells (fa/ha/maj): 6 / 0.244
XOR/XNOR: 20 / 0.728
buffers and inverters: 760 / 9.90
AND-OR/OR-AND: 1896 / 46.1
