**./design.v**
```verilog
`timescale 1ns / 1ps
module DelayNUnit_en#( parameter BITSIZE = 8, N = 16  )
    ( input clk,
      input reset,
      input enable,
      input [BITSIZE-1:0] reg_in,
      output [BITSIZE-1:0] reg_out
    );
    reg [BITSIZE-1:0] shift_reg[N-1:0];
    assign reg_out = shift_reg[N-1];
    always @ (posedge clk)
    if( reset )
    begin
        shift_reg[0] <= 0;
    end
    else if( enable )
    begin
        shift_reg[0] <= reg_in;            
    end
    else
    begin
        shift_reg[0] <= shift_reg[0];     
    end
    genvar i;
    generate
        for( i = 1; i < N; i = i+1 )
        begin:stage
            always @ (posedge clk)
            if( reset )
            begin
                shift_reg[i] <= 0;            
            end
            else if( enable )
            begin
                shift_reg[i] <= shift_reg[i-1];            
            end
            else
            begin
                shift_reg[i] <= shift_reg[i];     
            end
       end
    endgenerate
    endmodule
`timescale 1ns / 1ps
module DelayUnit_CG#( parameter LENGTH = 16, WIDTH = 8 )
    ( input clk,
      input reset,
      input [LENGTH-1:0] cg_en,
      input [LENGTH*WIDTH-1:0] reg_in,
      output [LENGTH*WIDTH-1:0] reg_out
    );
    wire [WIDTH-1:0] reg_in_unpacked[LENGTH-1:0], reg_out_unpacked[LENGTH-1:0];
    wire clk_gated[LENGTH-1:0];
    genvar ind;
    generate
        for ( ind = 0; ind < LENGTH; ind=ind+1 )
        begin:reg_pack_unpack
            assign reg_in_unpacked[ind] = reg_in[WIDTH*ind+:WIDTH];
            DelayNUnit_en#(WIDTH, 1) CG_REG(clk, reset, cg_en[ind], reg_in_unpacked[ind], reg_out_unpacked[ind]);
            assign reg_out[WIDTH*ind+:WIDTH] = reg_out_unpacked[ind];
        end
    endgenerate
    endmodule
```
**./run.sh**
```bash
#!/bin/bash
# OpenROAD 26Q1-2900-gdf79404cd8, Yosys 0.63+post, stock flow scripts
make -C /OpenROAD-flow-scripts/flow DESIGN_CONFIG=/design/flow/config.mk WORK_HOME=/design/flow/orfs finish
```
**./config.mk**
```make
export PLATFORM = sky130hd
export DESIGN_NAME = DelayUnit_CG
export DESIGN_NICKNAME = DelayUnit_CG
export VERILOG_FILES = /design/flow/design.v
export SDC_FILE = /design/flow/constraint.sdc
export NUM_CORES = 4
export LEC_CHECK = 1
export CORE_AREA = 10 10 172 172
export DIE_AREA = 0 0 182 182
```
**./constraint.sdc**
```tcl
current_design DelayUnit_CG

set clk_period 1.1
set clk_io_pct 0.2

create_clock -name clk0 -period $clk_period [get_ports {clk}]

set non_clock_inputs [all_inputs -no_clocks]
set_input_delay [expr $clk_period * $clk_io_pct] -clock clk0 $non_clock_inputs
set_output_delay [expr $clk_period * $clk_io_pct] -clock clk0 [all_outputs]
```
==> qor.yml <==
status:
  outcome: "finished clean"
pwr:
  peakVddDrop_uv: 787.0
  internal_power_uw: 9448
  clkPwrFrac_pct: 45.5
  p_leak_uw: 0.003788
  total_power_uw: 12210
  switching_power_uw: 2758
  seqPwrFrac_pct: 41.8
  powerDensity_nw_per_um2: 1527
  combinationalPowerShare_pct: 12.7
  p_sw_share_pct: 22.60
placed_design:
  placed_area_um2: 7831
  gp_congestion: 0.7375
  dp.final_hpwl_mm: 12.19
  port_buffers: 273
route:
  ant_nets: 0
  firstDrtPassIters: 4
  drt_iter0_drc: 148
  post_drt_via_cell_ratio: 3.682
  routed_wirelength_mm: 15.99
  avgRoutedWirePerCell_um: 15.18
  vias: 3877
  num_antenna_cells: 0
  drcViolationCount: 0
clocking:
  cts_tree: "yes"
  clk_pin_slew_worst_paths_ps: 60
  cts_buffers: 17
  cts_hold_buf: 0
  clock_sinks: 128
  clockRootBuffer: "clkbuf_16"
  worstSkewPairLatency_ps: 400
  htreeDepth: 4
  cts_buffer_depth: 2
timing:
  fmax_mhz: 932.6
  finClkSkew_ps: 0
  timing.setup.tns_ps: 0
  min_period_ps: 1072
  rsz0062_at_grt: "true"
  max_slew_margin_pct: 83.90
  worstMarginPinSlew_ps: 241.5
  slew_viol_final: 0
  hold_slack_ps: 142.2
  finalHoldViolCount: 0
  finalClockPeriodUsage_pct: 97.48
  setup_viol: 0
finish:
  finalCoreUtilization_pct: 30.85
  syn_to_final_growth_pct: 73.82
  drive_gt1_share_pct: 43.87
  layout_top_cell: "clkdlybuf4s50_1"
  mostFrequentLayoutCells: "144 x clkdlybuf4s50_1, 128 x mux2i_1, 128 x nor2_1, 128 x dfxtp_2, 121 x buf_2"
  largest_reg_flops: 128
  design_area_um2: 7993
die:
  rows: 59
  die_w_um: 182
  chip_area_um2: 33120
  io_pins: 274
  die.size.y_um: 182
  core_area_um2: 25910
  fp_util_pct: 17.75
worst_hold_path:
  min_from: "reset"
  whs_path_depth: 2
  hold_end: "reg_pack_unpack[3].CG_REG.shift_reg[0][3]"
  hold_path_class: "primary input to register"
yosys:
  ys_sh_adder_pct: 0
  ys_sh_aoi_pct: 0
  ys_area_um2: 4598
  synthTopLogicFamily: "multiplexers"
  simple_gate_share_pct: 10.45
  ys.flops: 128
  ys_cells: 414
  xor_share_pct: 0
  ys_sh_mux_pct: 27.86
  synth_area_per_cell_um2: 11.11
  yosys_warnings: 3
  yosysUniqueCellTypes: 5
  synthCells: 414
  netlist_area_um2: 4598
  synth_seq_share_pct: 55.73
worst_setup_path:
  cp_max_fo: 2
  worstReg2RegEnd: "reg_pack_unpack[0].CG_REG.shift_reg[0][5]"
  crit_chain: "buf_2"
  path_class: "register to output port"
  arrival_ps: 850
  r2r-start: "reg_pack_unpack[0].CG_REG.shift_reg[0][5]"
  slowest_delay_ps: 340
  required_ps: 880
  startpoint_type: "register"
  ff2ff_path_depth: 3
  r2r_setup_slack_ps: 380
  endpoint_kind: "output port"
  crit_slowest_cell: "dfxtp_2"
  worst-path-buf-inv: 1
  cp_top_family: "flip-flops"
global_routing:
  grt_antenna_before_repair: 1
  grt_pass1_vias: 4105
  grt_pass1_wl_mm: 24.58
  grt-ovfl-total: 0
  gr-usage-all-layers_pct: 9.315
  grt_max_degree: 47
run:
  cap_violations: 0
  warning_count: 27
power groups by stage:
stage,clock [uW],sequential [uW],combinational (uW)
after CTS,5790,5100,1560
final,5560,5100,1550
after global routing,6010,5140,1710
stage by stage:
step	std cells	setup WS, ps
floorplan	414	390.3
detailed placement	1018	-170.0
global placement	1018	-157.5
global route	1053	-27.54
CTS	1052	-8.461
finish	1053	27.71
layer usage:
| metal | wire length [um] | vias up | GRT usage, % | share of wire, % |
|---|---|---|---|---|
| met5 | 13 | - | 0 | 0.081 |
| li1 | - | 1950 | - | - |
| met2 | 6998 | 184 | 14.06 | 44 |
| met4 | 106 | 2 | 0.7810 | 0.66 |
| met1 | 6618 | 1733 | 11.54 | 41 |
| met3 | 2248 | 8 | 5.815 | 14 |
cell families after synthesis:
group | Yosys count
mux | 128
simple gates | 128
buf+inv | 30
flops | 128
what timing repair did:
item	in CTS	in global routing
cloned	0	0
buffers inserted	2	1
endpoints found under the setup margin	128	33
pin swaps	0	0
gates resized	543	6
worst register-to-register path, cell delays in order, from the launching register on:
cell and delay (ps):
dfxtp_2 310, buf_4 120, mux2i_1 120, nor2_1 50
synth_stat cells, drive strengths merged:
cell / instances / area [um2]
buf: 30 / 274.0
dfxtp: 128 / 2562
mux2i: 128 / 1281
nor2: 128 / 480.5
area by class of cell:
class / instances / area, um2
clock buffer: 22 / 464.2
clock inverter: 10 / 111.4
fill: 2649 / 17920
multi-input combinational: 256 / 1762
sequential: 128 / 2723
tap: 335 / 419.2
timing repair buffer: 302 / 2514
worst max-delay path by stage:
stage,cells past startpoint,endpoint,slack [ps],from
CTS,1,reg_out[10],-8,reg_pack_unpack[1].CG_REG.shift_reg[0][2]
global route,1,reg_out[103],-30,reg_pack_unpack[12].CG_REG.shift_reg[0][7]
finish,1,reg_out[103],30,reg_pack_unpack[12].CG_REG.shift_reg[0][7]
Power and IR drop assume default switching activity.
