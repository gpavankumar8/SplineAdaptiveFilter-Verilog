===== design/flow/design.v =====
`timescale 1ns / 1ps
module u_vec_span_gen
#(parameter WIDTH = 16, Q_ORD = 4, QP = 12, Q = 13, DelX_inv = 2, SPAN_WIDTH = 5)
(
    input clk,
    input reset,
    input [WIDTH-1:0] x_in,
    output [Q_ORD*WIDTH-1:0] u_vec_C_packed,
    output [SPAN_WIDTH-1:0] span_ind
);
    wire signed [WIDTH-1:0] u, u_d, u_2d, u2, u2_d, u2_2d, u3, u3_d, x_div_DelX, u_vec_C[Q_ORD-1:0];
    wire signed [2*WIDTH-1:0] u2_full, u3_full, u2_rnd, u3_rnd;
    assign x_div_DelX = x_in <<< DelX_inv;
    assign u = x_div_DelX[QP-1:0];
    assign span_ind = $signed(x_div_DelX[WIDTH-1:QP]) + $signed((Q-1)/2);
    DelayNUnit #(WIDTH, 1) U_PIP(clk, reset, u, u_d);
    assign u2_full = u  * u;
    assign u2_rnd = u2_full + (1'b1 << (QP-1));
    assign u2 = u2_rnd[QP+:WIDTH];
    DelayNUnit #(WIDTH, 1) U2_PIP(clk, reset, u2, u2_d);
    assign u3_full = u2_d * u_d;
    assign u3_rnd = u3_full + (1'b1 << (QP-1));
    assign u3 = u3_rnd[QP+:WIDTH];
    assign u_vec_C[0] = (-1*u3 + 2*u2_d - u_d) >>> 1;
    assign u_vec_C[1] = ( 3*u3 - 5*u2_d + (2'b10 << QP)) >>> 1;
    assign u_vec_C[2] = (-3*u3 + 4*u2_d + u_d) >>> 1;
    assign u_vec_C[3] = (   u3 -   u2_d       ) >>> 1;
    genvar ind;
    generate
        for ( ind = 0; ind < Q_ORD; ind=ind+1 )
        begin:u_vec_C_pack
            assign u_vec_C_packed[WIDTH*ind+:WIDTH] = u_vec_C[ind];
        end
    endgenerate    
endmodule
`timescale 1ns / 1ps
module DelayNUnit#( parameter BITSIZE = 8, N = 16  )
    ( input clk,
      input reset,
      input [BITSIZE-1:0] reg_in,
      output [BITSIZE-1:0] reg_out
    );
    reg [BITSIZE-1:0] shift_reg[N-1:0];
    assign reg_out = shift_reg[N-1];
    always @ (posedge clk)
    if( reset )
    begin
        shift_reg[0] <= 0;
    end
    else
    begin
        shift_reg[0] <= reg_in;            
    end
    genvar i;
    generate
        for( i = 1; i < N; i = i+1 )
        begin:stage
            always @ (posedge clk)
            if( reset )
            begin
                shift_reg[i] <= 0;            
            end
            else
            begin
                shift_reg[i] <= shift_reg[i-1];            
            end
       end
    endgenerate
    endmodule

===== design/flow/run.sh =====
#!/bin/bash
# OpenROAD 26Q1-2900-gdf79404cd8, Yosys 0.63+post, stock flow scripts
make -C /OpenROAD-flow-scripts/flow DESIGN_CONFIG=/design/flow/config.mk WORK_HOME=/design/flow/orfs finish

===== design/flow/config.mk =====
export PLATFORM = sky130hd
export DESIGN_NAME = u_vec_span_gen
export DESIGN_NICKNAME = u_vec_span_gen
export VERILOG_FILES = /design/flow/design.v
export SDC_FILE = /design/flow/constraint.sdc
export NUM_CORES = 4
export LEC_CHECK = 1
export CORE_UTILIZATION = 30

===== design/flow/constraint.sdc =====
current_design u_vec_span_gen

set clk_period 13.0
set clk_io_pct 0.2

create_clock -name clk0 -period $clk_period [get_ports {clk}]

set non_clock_inputs [all_inputs -no_clocks]
set_input_delay [expr $clk_period * $clk_io_pct] -clock clk0 $non_clock_inputs
set_output_delay [expr $clk_period * $clk_io_pct] -clock clk0 [all_outputs]

==> results.sh <==
# yosys + openroad results
export IMPL_synthAdderAreaFrac_pct=54.1
export IMPL_place_detailed_instances=2080
export IMPL_die_width_um=208
export IMPL_chip_area_um2=43200
export IMPL_slew_headroom_pct=49.9
export IMPL_antenna_found_initial=0
export IMPL_finalSetupTns_ns=0
export IMPL_outcome="finished, final reports clean"
export IMPL_rsz0062_at_grt="no"
export IMPL_critPathKind="flop to output pin"
export IMPL_critPathSlowestCell="fa_1"
export IMPL_hold_path_class="primary input to flop"
export IMPL_min_period_ns=12.48
export IMPL_syn_area_um2=12700
export IMPL_syn_to_final_growth_pct=13.5
export IMPL_hold_depth=2
export IMPL_first_pass_iters=5
export IMPL_hold_viol_final=0
export IMPL_ys_sh_simple_pct=14.4
export IMPL_fin_crit_sh_pct=96.0
export IMPL_worst_pin_slew_ns=0.750
export IMPL_grt_pass1_vias=10000
export IMPL_worstPathArrival_ns=9.88
export IMPL_grt_max_degree=24
export IMPL_dpl_hpwl_um=25600
export IMPL_min_from="x_in[0]"
export IMPL_fp_util_pct=30.4
export IMPL_worstSetupEndpointType="output pin"
export IMPL_syn_area_per_cell_um2=8.69
export IMPL_async_reset_ff_share_pct=0
export IMPL_edf_count=0
export IMPL_n_antenna_cell=0
export IMPL_ys_sh_xor_pct=7.85
export IMPL_io_buffers=82
export IMPL_core_area_um2=41900
export IMPL_logic_family="adder cells"
export IMPL_ff_type="dfxtp_1"
export IMPL_dr_total_vias=9666
export IMPL_die_h_um=208
export IMPL_synthMuxAreaShare_pct=0.0885
export IMPL_min_to="U_PIP.shift_reg[0][2]$_SDFF_PP0_"
export IMPL_maxCapViolCount=0
export IMPL_start_kind="flop"
export IMPL_largest_reg_flops=13
export IMPL_grt_overflow=0
export IMPL_synthCells=1464
export IMPL_numCtsBuffers=3
export IMPL_post_cts_buffers=0
export IMPL_fmax_mhz=80.1
export IMPL_ys_area_um2=12700
export IMPL_yosys_warnings=3
export IMPL_remaining_drc_errors=0
export IMPL_drive_above_1_share_pct=5.11
export IMPL_ys_seq_share_pct=3.62
export IMPL_finalNonFillerCells=2084
export IMPL_cts_tree="built"
export IMPL_warnings=35
export IMPL_gp_congestion=0.929
export IMPL_aoi_share_pct=9.56
export IMPL_rows=75
export IMPL_worstPathRequired_ns=10.40
export IMPL_drt_total_wl_um=29400
export IMPL_synth_flops=23
export IMPL_synth_distinct_cells=75
export IMPL_yosys_cells=1464
export IMPL_cts_hold_buffers=0
export IMPL_ant_nets=0
export IMPL_clockBufferDepth=2
export IMPL_wire_per_inst_um=14.1
export IMPL_grt_use_total_pct=15.0
export IMPL_ioPinCount=87
export IMPL_setup_violations=0
export IMPL_clock_sinks=23
export IMPL_cts_root_buf="clkbuf_16"
export IMPL_cpPeakStageDelay_ns=0.53
export IMPL_drt_iter0_markers=354
export IMPL_cp_max_fo=5
export IMPL_via_per_inst=4.64
export IMPL_clk_pin_slew_worst_paths_ns=0.05
export IMPL_h_tree_depth=1
export IMPL_cpMostUsedCell="fa_1"
export IMPL_drv_slew=0
export IMPL_grt_first_pass_wirelength_um=50100
==> cell type report <==
type / count / area [um^2]
sequential: 23 / 473
timing repair buffer: 115 / 1070
clock buffer: 4 / 78.8
tap: 539 / 674
fill: 4306 / 27400
inverter: 311 / 1170
multi-input combinational: 1092 / 11000
==> per-stage QoR <==
stage | area, um^2 | worst slack, ns | utilization [%] | hold WS, ns
final | 14400 | 0.518 | 34.5 | 3.26
after global routing | 14400 | 0.0209 | 34.5 | 3.29
after CTS | 14400 | 0.138 | 34.4 | 3.25
after detailed placement | 14300 | 0.448 | 34.2 | 3.50
after global placement | 14300 | 0.442 | 34.2 | 3.49
after floorplan | 12700 | 1.64 | - | 2.67
==> worst max path at each step <==
stage | slack (ns) | to | cells after the start | startpoint
global route | 0.02 | u_vec_C_packed[31] | 37 | U_PIP.shift_reg[0][4]$_SDFF_PP0_
CTS | 0.14 | u_vec_C_packed[31] | 36 | U2_PIP.shift_reg[0][4]$_SDFF_PP0_
finish | 0.52 | u_vec_C_packed[47] | 35 | U_PIP.shift_reg[0][10]$_SDFF_PP0_
==> repair_timing <==
| item | 4_1_cts | 5_1_grt |
|---|---|---|
| gates resized | 0 | 20 |
| endpoints found under the setup margin | 0 | 7 |
| endpoints found under the hold margin | 0 | 0 |
==> kinds of logic (layout without fill, tap and decap cells) <==
| group | Yosys count | in the layout |
|---|---|---|
| AND-OR/OR-AND | 172 | 172 |
| XOR/XNOR | 114 | 114 |
| adder cells (fa/ha/maj) | 438 | 438 |
| buffers and inverters | 349 | 430 |
| flip-flops | 23 | 23 |
| multiplexers | 1 | 1 |
| AND/OR/NAND/NOR | 367 | 367 |
==> synthesized netlist by cell type (3+ instances only) <==
library cell,number,area (um^2)
a21o_1,16,120
nand2_1,88,330
nand3_1,10,50.1
or2_2,6,37.5
maj3_2,3,33.8
ha_1,247,3090
nor3_1,21,105
nor2b_1,20,125
a31oi_1,4,25.0
a21oi_1,44,220
o21a_1,6,45.0
nand2b_1,10,62.6
dfxtp_1,23,460
and3_1,5,31.3
fa_1,187,3740
o21ai_0,25,125
nand4_1,4,25.0
o2111ai_1,3,26.3
or3_1,3,18.8
and2_1,93,582
a221oi_1,3,26.3
o211ai_1,6,45.0
xor2_1,37,324
o31ai_1,3,22.5
clkbuf_1,33,124
o21bai_1,18,135
a211oi_1,3,22.5
inv_1,308,1160
nor4_1,4,25.0
xnor2_1,77,674
nor2_1,90,338
a21boi_0,7,52.6
==> critical path, delay by kind of cell (launching register included) <==
| kind | cells | cell delay (ns) |
|---|---|---|
| flops | 1 | 0.44 |
| buf+inv | 7 | 0.79 |
| simple gates | 4 | 0.66 |
| fa+ha+maj | 11 | 4.85 |
| xor+xnor | 2 | 0.38 |
| compound gates | 11 | 2.48 |
==> per-layer routing <==
metal / track usage [%] / wire length, um / share of wire (%)
met5: 0 / 0 / 0
met4: 1.38 / 305 / 1.0
met3: 5.39 / 2760 / 9.4
met2: 24.7 / 13500 / 46
met1: 20.0 / 12800 / 43
==> placed cells by master, fill, tap and decap left out, drive strengths merged, types with 20 or more instances in the layout <==
cell type      netlist  final
ha                 247    247
and2                93     93
fa                 187    187
a21oi               46     46
o21ai               27     27
nor2b               20     20
nor3                22     22
buf                  5     33
inv                309    309
nand2               88     88
xor2                37     37
nor2                91     91
dfxtp               23     23
clkdlybuf4s50        0     82
xnor2               77     77
